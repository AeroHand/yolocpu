[flow/config.mk]
export PLATFORM = sky130hd
export DESIGN_NAME = l2_cache_control
export DESIGN_NICKNAME = l2_cache_control
export VERILOG_FILES = /design/flow/design.v
export SDC_FILE = /design/flow/constraint.sdc
export NUM_CORES = 4
export LEC_CHECK = 1
export CORE_AREA = 10 10 70 70
export DIE_AREA = 0 0 80 80
[flow/constraint.sdc]
current_design l2_cache_control

set clk_period 2.6
set clk_io_pct 0.2

create_clock -name clk0 -period $clk_period [get_ports {clk}]

set non_clock_inputs [all_inputs -no_clocks]
set_input_delay [expr $clk_period * $clk_io_pct] -clock clk0 $non_clock_inputs
set_output_delay [expr $clk_period * $clk_io_pct] -clock clk0 [all_outputs]
[flow/design.v]
package lc3b_types;
typedef logic  [1:0] lc3b_2bsel;
typedef logic  [2:0] lc3b_3bsel;
typedef logic [127:0] lc3b_line;
typedef logic [15:0] lc3b_word;
typedef logic  [7:0] lc3b_byte;
typedef logic  [3:0] lc3b_imm4;
typedef logic  [4:0] lc3b_imm5;
typedef logic  [5:0] lc3b_imm6;
typedef logic  [5:0] lc3b_offset6;
typedef logic  [8:0] lc3b_offset9;
typedef logic  [10:0] lc3b_offset11;
typedef logic  [7:0] lc3b_trapvect8;
typedef logic  [2:0] lc3b_reg;
typedef logic  [2:0] lc3b_nzp;
typedef logic  [1:0] lc3b_mem_wmask;
typedef logic  [8:0] lc3b_c_tag;
typedef logic  [7:0] lc3b_c2_tag;
typedef logic  [2:0] lc3b_c_set;
typedef logic  [3:0] lc3b_c2_set;
typedef logic  [2:0] lc3b_c_offset;
typedef logic  [2:0] lc3b_lru;
typedef enum bit [3:0] {
    op_add  = 4'b0001,
    op_and  = 4'b0101,
    op_br   = 4'b0000,
    op_jmp  = 4'b1100,    
    op_jsr  = 4'b0100,    
    op_ldb  = 4'b0010,
    op_ldi  = 4'b1010,
    op_ldr  = 4'b0110,
    op_lea  = 4'b1110,
    op_not  = 4'b1001,
    op_rti  = 4'b1000,
    op_shf  = 4'b1101,
    op_stb  = 4'b0011,
    op_sti  = 4'b1011,
    op_str  = 4'b0111,
    op_trap = 4'b1111
} lc3b_opcode;
typedef enum bit [3:0] {
    alu_add,
    alu_and,
    alu_not,
    alu_pass,
    alu_sll,
    alu_srl,
    alu_sra,
	alu_bytemask
} lc3b_aluop;
typedef struct packed {
	lc3b_opcode opcode;
	logic src_mux;         	 
	lc3b_2bsel a_mux_sel;    
	logic b1_mux_sel;      	 
	lc3b_2bsel b2_mux_sel; 	 
	lc3b_aluop aluop;      	 
	logic ldb_mux_sel;       
	logic stb_mux_sel; 		 
	logic ldi_sti; 			 
	logic load_cc;         	 
	logic dest_mux_sel;			 
	logic reg_load;      		 
	lc3b_2bsel reg_data_mux; 	 
} lc3b_control_word;
typedef struct packed {
	lc3b_word inst;
	lc3b_word pc;
	lc3b_word pc_off;
	logic forwarding_override;
} lc3b_if_id;
typedef struct packed {
	lc3b_control_word ctrl;
	lc3b_word inst;
	lc3b_word pc;
	lc3b_word a;
	lc3b_word b;
	lc3b_word reg_b;
	logic forwarding_override;
} lc3b_id_ex;
typedef struct packed {
	lc3b_control_word ctrl;
	lc3b_word inst;
	lc3b_word pc;
	lc3b_word alu;
	lc3b_word reg_b;	
} lc3b_ex_mem;
typedef struct packed {
	lc3b_control_word ctrl;
	lc3b_word inst;
	lc3b_word pc;
	lc3b_word alu;
	lc3b_word mem_rdata;
} lc3b_mem_wb;
endpackage : lc3b_types
import lc3b_types::*;
module l2_cache_control
(
	input clk,
	input mem_read,
	input mem_write,
	output logic mem_resp,
	input pmem_resp,
	output logic pmem_read,
	output logic pmem_write,
	input hit,
	input dirty,
	output logic lru_set,
	output logic vtd_set,
	output logic dirty_set,
	output logic rw_sel,
	output logic load_mux_sel,
	output logic addr_sel
);
enum int unsigned {
	compare,
	allocate,
	writeback
} state, next_state;
always_comb
begin : state_actions
    mem_resp = 0;
    pmem_read = 0;
    pmem_write = 0;
    vtd_set = 0;
    dirty_set = 0;
    rw_sel = 0;
    lru_set = 0;
    load_mux_sel = 0;
    addr_sel = 0;
    case(state)
    	compare: begin
    		if(mem_read || mem_write) begin
    			if(hit) begin
    				mem_resp = 1;
    				lru_set = 1;
    				if(mem_write) begin
    					vtd_set = 1;
    					dirty_set = 1;
    					rw_sel = 1;
    					load_mux_sel = 1;
    				end
    			end
    		end
    	end
    	allocate: begin
    		pmem_read = 1;
    		if(pmem_resp) vtd_set = 1;
    	end
    	writeback: begin
    		pmem_write = 1;
    		addr_sel = 1;
    	end
    	default:  ;
    endcase
end
always_comb
begin: next_state_logic
	next_state = state;
	case(state)
		compare: begin
			if(mem_read || mem_write) begin
				if(!hit) begin
					if(dirty) next_state = writeback;
					else next_state = allocate;
				end
			end
		end
		allocate: if(pmem_resp) next_state = compare;
		writeback: if(pmem_resp) next_state = allocate;
		default: next_state = compare;
	endcase
end
always_ff @(posedge clk)
begin: next_state_assignment
    state <= next_state;
end
endmodule : l2_cache_control
[flow/run.sh]
#!/bin/bash
# OpenROAD 26Q1-2900-gdf79404cd8, Yosys 0.63+post, stock flow scripts
make -C /OpenROAD-flow-scripts/flow DESIGN_CONFIG=/design/flow/config.mk WORK_HOME=/design/flow/orfs finish
==> impl_metrics.env <==
# yosys + openroad results
export IMPL_setup_tns_final_ns=0
export IMPL_top_area_share_pct=30.8
export IMPL_yosys_cell_types_count=16
export IMPL_post_cts_setup_buffer_count=0
export IMPL_chipArea_um2=6400
export IMPL_first_pass_iters=3
export IMPL_vias_per_cell=2.41
export IMPL_period_minus_slack_ns=2.46
export IMPL_max_cap_viol_count=0
export IMPL_combPwrFrac_pct=49.1
export IMPL_clock_power_share_pct=21.4
export IMPL_tightest_slew_ns=0.291
export IMPL_avgSynthCellArea_um2=8.49
export IMPL_nFillCells=414
export IMPL_yosys_warnings=1
export IMPL_p_sw_uw=101
export IMPL_fmax_mhz=407
export IMPL_yosys_top_cells_area="edfxtp_1 (31%), buf_4 (15%), a22oi_2 (6.4%)"
export IMPL_antenna_cells=0
export IMPL_min_path_type="flop to flop"
export IMPL_warning_count=25
export IMPL_drive_above_1_share_pct=20.0
export IMPL_slew_headroom_pct=80.5
export IMPL_portBuffers=14
export IMPL_largest_register_ffs=2
export IMPL_setup_viol=0
export IMPL_drt_iter0_drc=7
export IMPL_grt_pass1_vias=229
export IMPL_antenna_found_initial=0
export IMPL_skew_ns=0.00380
export IMPL_core_area_um2=3420
export IMPL_gp_congestion=0.715
export IMPL_overflow=0
export IMPL_syn_area_um2=195
export IMPL_swShare_pct=31.1
export IMPL_cts_tree="done"
export IMPL_cts_sinks=2
export IMPL_worstSkewPairLatency_ns=0.23
export IMPL_finalHoldViolations=0
export IMPL_p_per_area_nw_per_um2=840
export IMPL_reg_top3="state: 2 flops"
export IMPL_die_w_um=80
export IMPL_cts_root_buf="clkbuf_4"
export IMPL_cts_buffers=3
export IMPL_clk_path_buf_depth=2
export IMPL_num_vias=195
export IMPL_seq_area_frac_synth_pct=30.8
export IMPL_cp_required_ns=2.08
export IMPL_maxSlewViolCount=0
export IMPL_io_pins=15
export IMPL_top_register="state"
export IMPL_final_cell_count_no_fill=81
export IMPL_arrival_ns=1.94
export IMPL_place_inst=78
export IMPL_cp_max_fo=3
export IMPL_syn2layout_area_growth_pct=98.1
export IMPL_cp_start_kind="primary input"
export IMPL_grt_usage_pct=2.20
export IMPL_wl_um=674
export IMPL_grt_pass1_wl_um=1060
export IMPL_yosys_area_um2=195
export IMPL_numSynthFlops=2
export IMPL_path_clk_slew_ns=0.03
export IMPL_initCoreUtil_pct=5.71
export IMPL_drc=0
export IMPL_rows=21
export IMPL_peakVddDrop_mv=0.324
export IMPL_syn_instance_count=23
export IMPL_synth_top_cell_by_area="edfxtp_1"
export IMPL_cts_htree_levels=1
export IMPL_finalClockPeriodUsage_pct=94.5
export IMPL_rsz0062_at_grt="false"
export IMPL_grt_max_degree=10
export IMPL_intPower_uw=224
export IMPL_p_leak_uw=0.000127
export IMPL_wire_per_inst_um=8.32
export IMPL_critical_path_class="primary input to output pin"
export IMPL_ys_cells=23
export IMPL_ant_nets=0
export IMPL_die_y_um=80
export IMPL_end_kind="output pin"
export IMPL_outcome="completed"
export IMPL_seqPwrFrac_pct=29.4
final timing paths:
kind | from | endpoint | slack, ns | depth (start not counted)
min | state[1] | state[1] | 0.71 | 1
max reg2reg | state[1] | state[1] | 1.23 | 2
max | mem_write | rw_sel | 0.14 | 4
min reg2reg | state[1] | state[1] | 0.71 | 1
metal layers:
| metal | wire length (um) | track usage [%] | up-vias |
|---|---|---|---|
| met5 | 0 | 0 | - |
| met4 | 0 | 0.528 | 0 |
| met3 | 173 | 3.18 | 0 |
| met2 | 190 | 2.41 | 16 |
| met1 | 309 | 2.27 | 80 |
| li1 | - | - | 99 |
placed cells by master, fill, tap and decap left out, types with 2 or more instances in the layout:
cell type	n
inv_1	2
a21oi_1	2
nand2_1	2
clkdlybuf4s50_1	14
clkbuf_4	3
edfxtp_1	2
power by group through the flow:
stage                 logic (uW)  registers (uW)  clock network [uW]
final                        159            95.6                69.7
after global routing         180             102                77.1
after CTS                    163            92.9                74.5
layout make-up:
class	instances	area (um2)	share of cell area, %
repair buffers	14	140	36.2
multi-input cells	14	98.8	25.6
flip-flops and latches	2	60.1	15.5
well taps	46	57.6	14.9
clock buffers	3	22.5	5.83
inverters	2	7.51	1.94
stage by stage:
stage / setup WS, ns / hold WS, ns / cell area, um2 / utilization [%] / power, uW
global placement: 0.110 / 0.665 / 358 / 10.5 / 250
finish: 0.143 / 0.707 / 387 / 11.3 / 325
floorplan: 1.18 / 0.628 / 195 / - / 165
detailed placement: 0.0871 / 0.688 / 358 / 10.5 / 254
global route: 0.0591 / 0.769 / 387 / 11.3 / 359
CTS: 0.0619 / 0.694 / 380 / 11.1 / 330
logic make-up after synthesis:
| logic type | synth area share (%) |
|---|---|
| AOI/OAI and AO/OA | 14.1 |
| buffers and inverters | 21.8 |
| DFF | 30.8 |
| and+or+nand+nor | 33.3 |
worst max-delay path: stages:
cell and delay [ns]:
clkdlybuf4s50_1 0.53, nand2_1 0.10, nor3_1 0.25, clkdlybuf4s50_1 0.54
repair_timing:
action / CTS / global route
setup endpoints to repair: 0 / 2
hold buffers: 0 / 0
resized: 0 / 1
synthesized netlist by cell type:
| master | count |
|---|---|
| a21oi_1 | 2 |
| a22oi_2 | 1 |
| and2_1 | 1 |
| and2b_2 | 1 |
| buf_2 | 1 |
| buf_4 | 4 |
| edfxtp_1 | 2 |
| inv_1 | 2 |
| nand2_1 | 2 |
| nor2_1 | 1 |
| nor2_4 | 1 |
| nor3_1 | 1 |
| nor3b_1 | 1 |
| nor4b_1 | 1 |
| o21ai_1 | 1 |
| or3_1 | 1 |
Power is estimated from default activity; no workload was simulated.
