<file path="/design/flow/config.mk">
export PLATFORM = sky130hd
export DESIGN_NAME = arb_ctrl
export DESIGN_NICKNAME = arb_ctrl
export VERILOG_FILES = /design/flow/design.v
export SDC_FILE = /design/flow/constraint.sdc
export NUM_CORES = 4
export LEC_CHECK = 1
export CORE_AREA = 10 10 70 70
export DIE_AREA = 0 0 80 80
</file>
<file path="/design/flow/run.sh">
#!/bin/bash
# OpenROAD 26Q1-2900-gdf79404cd8, Yosys 0.63+post, stock flow scripts
make -C /OpenROAD-flow-scripts/flow DESIGN_CONFIG=/design/flow/config.mk WORK_HOME=/design/flow/orfs finish
</file>
<file path="/design/flow/design.v">
package lc3b_types;
typedef logic  [1:0] lc3b_2bsel;
typedef logic  [2:0] lc3b_3bsel;
typedef logic [127:0] lc3b_line;
typedef logic [15:0] lc3b_word;
typedef logic  [7:0] lc3b_byte;
typedef logic  [3:0] lc3b_imm4;
typedef logic  [4:0] lc3b_imm5;
typedef logic  [5:0] lc3b_imm6;
typedef logic  [5:0] lc3b_offset6;
typedef logic  [8:0] lc3b_offset9;
typedef logic  [10:0] lc3b_offset11;
typedef logic  [7:0] lc3b_trapvect8;
typedef logic  [2:0] lc3b_reg;
typedef logic  [2:0] lc3b_nzp;
typedef logic  [1:0] lc3b_mem_wmask;
typedef logic  [8:0] lc3b_c_tag;
typedef logic  [7:0] lc3b_c2_tag;
typedef logic  [2:0] lc3b_c_set;
typedef logic  [3:0] lc3b_c2_set;
typedef logic  [2:0] lc3b_c_offset;
typedef logic  [2:0] lc3b_lru;
typedef enum bit [3:0] {
    op_add  = 4'b0001,
    op_and  = 4'b0101,
    op_br   = 4'b0000,
    op_jmp  = 4'b1100,    
    op_jsr  = 4'b0100,    
    op_ldb  = 4'b0010,
    op_ldi  = 4'b1010,
    op_ldr  = 4'b0110,
    op_lea  = 4'b1110,
    op_not  = 4'b1001,
    op_rti  = 4'b1000,
    op_shf  = 4'b1101,
    op_stb  = 4'b0011,
    op_sti  = 4'b1011,
    op_str  = 4'b0111,
    op_trap = 4'b1111
} lc3b_opcode;
typedef enum bit [3:0] {
    alu_add,
    alu_and,
    alu_not,
    alu_pass,
    alu_sll,
    alu_srl,
    alu_sra,
	alu_bytemask
} lc3b_aluop;
typedef struct packed {
	lc3b_opcode opcode;
	logic src_mux;         	 
	lc3b_2bsel a_mux_sel;    
	logic b1_mux_sel;      	 
	lc3b_2bsel b2_mux_sel; 	 
	lc3b_aluop aluop;      	 
	logic ldb_mux_sel;       
	logic stb_mux_sel; 		 
	logic ldi_sti; 			 
	logic load_cc;         	 
	logic dest_mux_sel;			 
	logic reg_load;      		 
	lc3b_2bsel reg_data_mux; 	 
} lc3b_control_word;
typedef struct packed {
	lc3b_word inst;
	lc3b_word pc;
	lc3b_word pc_off;
	logic forwarding_override;
} lc3b_if_id;
typedef struct packed {
	lc3b_control_word ctrl;
	lc3b_word inst;
	lc3b_word pc;
	lc3b_word a;
	lc3b_word b;
	lc3b_word reg_b;
	logic forwarding_override;
} lc3b_id_ex;
typedef struct packed {
	lc3b_control_word ctrl;
	lc3b_word inst;
	lc3b_word pc;
	lc3b_word alu;
	lc3b_word reg_b;	
} lc3b_ex_mem;
typedef struct packed {
	lc3b_control_word ctrl;
	lc3b_word inst;
	lc3b_word pc;
	lc3b_word alu;
	lc3b_word mem_rdata;
} lc3b_mem_wb;
endpackage : lc3b_types
import lc3b_types::*;
module arb_ctrl
(
	 input clk,
	 input i_cache_read, d_cache_read, d_cache_write,
	 input l2_resp,
	 output logic cache_sel
);
enum int unsigned {
	 idle,
	 i_cache_hold, 
	 d_cache_hold
} state, next_state;
always_comb
begin : state_actions
	 cache_sel = 1'b0;
	 case(state)	
		idle: if(d_cache_read || d_cache_write) cache_sel = 1;
		i_cache_hold:  ;
		d_cache_hold: cache_sel = 1;
		default :  ;
	 endcase
end
always_comb
begin : next_state_logic
	next_state = state;
	case(state)
		idle: begin
			if((d_cache_read || d_cache_write) && !l2_resp) begin
				next_state = d_cache_hold;  
			end else if(i_cache_read && !l2_resp) begin
				next_state = i_cache_hold;
			end else begin
				next_state = idle;
			end
		end
		i_cache_hold: if (l2_resp) next_state = idle;
		d_cache_hold: if(l2_resp) next_state = idle;
		default: next_state = idle;
	endcase
end
always_ff @(posedge clk)
begin: next_state_assignment
	 state <= next_state;
end
endmodule : arb_ctrl
</file>
<file path="/design/flow/constraint.sdc">
current_design arb_ctrl

set clk_period 1.2
set clk_io_pct 0.2

create_clock -name clk0 -period $clk_period [get_ports {clk}]

set non_clock_inputs [all_inputs -no_clocks]
set_input_delay [expr $clk_period * $clk_io_pct] -clock clk0 $non_clock_inputs
set_output_delay [expr $clk_period * $clk_io_pct] -clock clk0 [all_outputs]
</file>
==> flow_metrics.tcl <==
# yosys + openroad results
set metrics [dict create \
    fin_ws_ns -0.150 \
    grt_use_total_pct 1.30 \
    r2r_cells 5 \
    hold_path_end "state[1]" \
    area_delta_synth_final_pct 140 \
    grt_pass1_vias 144 \
    routedWlPerCell_um 5.46 \
    synthTopCellsByArea "edfxtp_1, ha_1, nand2b_1" \
    skew_ns 0.00243 \
    num_rows 21 \
    cp_max_fo 2 \
    cts_root_buffer "clkbuf_4" \
    rr_startpoint "state[1]" \
    violations "setup timing" \
    portBuffers 5 \
    cts_buffers 3 \
    pre_cts_ws_ns -0.433 \
    dieArea_um2 6400 \
    dieWidth_um 80 \
    core_um2 3420 \
    largestRegisters "state: 2 flops" \
    avgSynthCellArea_um2 10.9 \
    r2r_slack_ns -0.04 \
    path_common_cell "buf_6" \
    fin_crit_sh_pct 112 \
    first_pass_iters 1 \
    top_level_ports 6 \
    ant_nets 0 \
    gp_congestion 0.632 \
    tritoncts "yes" \
    seq_area_frac_synth_pct 45.7 \
    peakVddDrop_mv 0.381 \
    yosysWarnings 1 \
    path_buffers 2 \
    worst_pin_slew_ns 0.176 \
    fp_util_pct 3.85 \
    crit_slowest_cell "edfxtp_1" \
    crit_path_cell_trace "buf_6, ha_4, nand2b_4, buf_6" \
    rsz0062_at_grt "true" \
    n_fill_cell 407 \
    whs_path_depth 2 \
    wl_um 377 \
    final_max_slew_viol_count 0 \
    warnings 28 \
    maxCapViolCount 0 \
    min_period_ns 1.35 \
    hold_violations 0 \
    ys_cells 12 \
    antenna_found_initial 0 \
    finalSetupViolCount 3 \
    status "finished, violations left" \
    critical_path_class "reg -> out" \
    grt_overflow 0 \
    via_count 127 \
    synth_top_area_share_pct 45.7 \
    drt_iter0_drc 0 \
    top_register "state" \
    cts_sinks 2 \
    synth_cells 12 \
    path_delay_family "flip-flops" \
    largest_register_ffs 2 \
    worst_setup_path_start_kind "flop" \
    cp_data_arrival_time_ns 1.11 \
    power_per_cell_area_nw_per_um2 1940 \
    grt_max_degree 4 \
    final_layout_size_suffix_gt1_share_pct 52.2 \
    avgViaCountPerCell 1.84 \
    p_leak_nw 0.112 \
    fin_setup_tns_ns -0.215 \
    synth.distinct_cells 8 \
    synth_top_cell_by_area "edfxtp_1" \
    cts_buffer_depth 2 \
    synth_area_um2 131 \
    hp-start "l2_resp" \
    cts-hold-fix-buffers 0 \
    cts-htree-levels 1 \
    yosys_area_um2 131 \
    grt_first_pass_wirelength_um 607 \
    hold_class "in -> reg" \
    insertion_delay_ns 0.23 \
    max_freq_ghz 0.741 \
    cpPeakStageDelay_ns 0.39 \
    die_h_um 80 \
    final_util_pct 9.23 \
    maxSlewHeadroom_pct 88.3 \
    worstSetupEndpointType "output pin" \
    yosys_register_bits 2 \
    n_antenna_cell 0 \
    critPathRequiredTime_ns 0.96 \
    drcViolationCount 0 \
    clk_transition_reported_paths_ns 0.03 \
    timing.rr.end "state[0]" \
]
## layer usage
layer  track usage (%)  part of all wire (%)  routed length [µm]  up-vias
met5                 0                     0                   0        -
met4             0.880                   5.6                  21        0
met2              1.52                    42                 160        6
li1                  -                     -                   -       64
met1              1.33                    36                 134       53
met3              1.36                    16                  60        4
## stage by stage
stage          cells  total power, mW  hold slack (ns)  cell area (µm²)
4_1_cts           69            0.632            0.722              315
3_3_place_gp      64            0.322            0.791              246
3_5_place_dp      64            0.334            0.819              246
5_1_grt           69            0.667            0.750              315
6_report          69            0.611            0.732              315
2_1_floorplan     12            0.207            0.436              131
## cell usage in the layout, fill, tap and decap left out, types with 2 or more instances in the layout
| cell type | Yosys | final |
|---|---|---|
| clkdlybuf4s50_1 | 0 | 4 |
| edfxtp_1 | 2 | 2 |
| buf_6 | 0 | 2 |
| buf_4 | 0 | 2 |
| clkbuf_4 | 0 | 3 |
## worst max-delay path by stage
stage | start | endpoint | slack, ns | depth (start not counted)
final | state[1] | cache_sel | -0.15 | 4
after global routing | state[1] | cache_sel | -0.20 | 4
after CTS | state[1] | cache_sel | -0.17 | 4
## synth_stat cells
master	n
o21ai_0	1
inv_1	2
and4b_1	1
nor3b_1	1
edfxtp_1	2
nand2b_1	2
nor2_1	1
ha_1	2
## report_power, final
group	internal, mW	switching (mW)	leakage [nW]
clock network	0.110	0.0398	0.0138
logic	0.210	0.120	0.0759
registers	0.116	0.0140	0.0225
total	0.437	0.174	0.112
## repair_timing
item,CTS,global route
buffers inserted,2,0
endpoints found under the hold margin,0,0
resized,12,0
pin swaps,1,1
endpoints found under the setup margin,1,3
cloned,0,0
## area by class of cell
type	count	area (µm²)	area share, %
multi-input cells	8	90.1	28.6
repair buffers	8	77.6	24.6
flip-flops and latches	2	60.1	19.0
well taps	46	57.6	18.3
clock buffers	3	22.5	7.14
inverters	2	7.51	2.38
## logic make-up (layout without fill, tap and decap cells)
logic type | count (synthesis) | count (layout) | synth area share [%]
buffers and inverters | 2 | 13 | 5.72
AND/OR/NAND/NOR | 5 | 5 | 25.7
AND-OR/OR-AND | 1 | 1 | 3.81
flip-flops | 2 | 2 | 45.7
adder cells (fa/ha/maj) | 2 | 2 | 19.0
Power is estimated from default activity; no workload was simulated.
