File: run.sh
#!/bin/bash
# OpenROAD 26Q1-2900-gdf79404cd8, Yosys 0.63+post, stock flow scripts
make -C /OpenROAD-flow-scripts/flow DESIGN_CONFIG=/design/flow/config.mk WORK_HOME=/design/flow/orfs finish
File: constraint.sdc
current_design mux8

set clk_period 4.5
set clk_io_pct 0.2

create_clock -name clk0 -period $clk_period

set non_clock_inputs [all_inputs -no_clocks]
set_input_delay [expr $clk_period * $clk_io_pct] -clock clk0 $non_clock_inputs
set_output_delay [expr $clk_period * $clk_io_pct] -clock clk0 [all_outputs]
File: config.mk
export PLATFORM = sky130hd
export DESIGN_NAME = mux8
export DESIGN_NICKNAME = mux8
export VERILOG_FILES = /design/flow/design.v
export SDC_FILE = /design/flow/constraint.sdc
export NUM_CORES = 4
export LEC_CHECK = 1
export CORE_AREA = 10 10 99 99
export DIE_AREA = 0 0 109 109
File: design.v
package lc3b_types;
typedef logic  [1:0] lc3b_2bsel;
typedef logic  [2:0] lc3b_3bsel;
typedef logic [127:0] lc3b_line;
typedef logic [15:0] lc3b_word;
typedef logic  [7:0] lc3b_byte;
typedef logic  [3:0] lc3b_imm4;
typedef logic  [4:0] lc3b_imm5;
typedef logic  [5:0] lc3b_imm6;
typedef logic  [5:0] lc3b_offset6;
typedef logic  [8:0] lc3b_offset9;
typedef logic  [10:0] lc3b_offset11;
typedef logic  [7:0] lc3b_trapvect8;
typedef logic  [2:0] lc3b_reg;
typedef logic  [2:0] lc3b_nzp;
typedef logic  [1:0] lc3b_mem_wmask;
typedef logic  [8:0] lc3b_c_tag;
typedef logic  [7:0] lc3b_c2_tag;
typedef logic  [2:0] lc3b_c_set;
typedef logic  [3:0] lc3b_c2_set;
typedef logic  [2:0] lc3b_c_offset;
typedef logic  [2:0] lc3b_lru;
typedef enum bit [3:0] {
    op_add  = 4'b0001,
    op_and  = 4'b0101,
    op_br   = 4'b0000,
    op_jmp  = 4'b1100,    
    op_jsr  = 4'b0100,    
    op_ldb  = 4'b0010,
    op_ldi  = 4'b1010,
    op_ldr  = 4'b0110,
    op_lea  = 4'b1110,
    op_not  = 4'b1001,
    op_rti  = 4'b1000,
    op_shf  = 4'b1101,
    op_stb  = 4'b0011,
    op_sti  = 4'b1011,
    op_str  = 4'b0111,
    op_trap = 4'b1111
} lc3b_opcode;
typedef enum bit [3:0] {
    alu_add,
    alu_and,
    alu_not,
    alu_pass,
    alu_sll,
    alu_srl,
    alu_sra,
	alu_bytemask
} lc3b_aluop;
typedef struct packed {
	lc3b_opcode opcode;
	logic src_mux;         	 
	lc3b_2bsel a_mux_sel;    
	logic b1_mux_sel;      	 
	lc3b_2bsel b2_mux_sel; 	 
	lc3b_aluop aluop;      	 
	logic ldb_mux_sel;       
	logic stb_mux_sel; 		 
	logic ldi_sti; 			 
	logic load_cc;         	 
	logic dest_mux_sel;			 
	logic reg_load;      		 
	lc3b_2bsel reg_data_mux; 	 
} lc3b_control_word;
typedef struct packed {
	lc3b_word inst;
	lc3b_word pc;
	lc3b_word pc_off;
	logic forwarding_override;
} lc3b_if_id;
typedef struct packed {
	lc3b_control_word ctrl;
	lc3b_word inst;
	lc3b_word pc;
	lc3b_word a;
	lc3b_word b;
	lc3b_word reg_b;
	logic forwarding_override;
} lc3b_id_ex;
typedef struct packed {
	lc3b_control_word ctrl;
	lc3b_word inst;
	lc3b_word pc;
	lc3b_word alu;
	lc3b_word reg_b;	
} lc3b_ex_mem;
typedef struct packed {
	lc3b_control_word ctrl;
	lc3b_word inst;
	lc3b_word pc;
	lc3b_word alu;
	lc3b_word mem_rdata;
} lc3b_mem_wb;
endpackage : lc3b_types
module mux8 #(parameter width = 16)
(
    input [2:0] sel,
    input [width-1:0] a, b, c, d, e, f, g, h,
    output logic [width-1:0] o
);
always_comb
begin
    if (sel == 3'b000)
        o = a;
    else if (sel == 3'b001)
        o = b;
	 else if (sel == 3'b010)
		  o = c;
	 else if(sel == 3'b011)
		  o = d;
	 else if(sel == 3'b100)
		  o = e;
	 else if(sel == 3'b101)
		  o = f;
	 else if(sel == 3'b110)
		  o = g;
	 else 
		  o = h;
end
endmodule : mux8
==> impl_metrics.json <==
{
  "outcome": "finished clean",
  "vdd_drop_max_uv": 36.3,
  "layout.area.seq_um2": 0,
  "fillers": 784,
  "relSlewSlack_pct": 61.3,
  "rows": 32,
  "holdWs_ns": 2.73,
  "worstPathRequired_ns": 3.60,
  "period_needed_ns": 3.81,
  "synthCells": 117,
  "drtIter0Drc": 20,
  "yosys_cells": 117,
  "grt_start_max_net_pins": 38,
  "critPathMaxStageDelay_ns": 0.54,
  "die_area_um2": 11900,
  "postSynthSeqShare_pct": 0,
  "timing.final.ws_setup_ns": 0.694,
  "syn_avg_cell_area_um2": 9.31,
  "tool_warnings": 32,
  "grt_pass1_wl_um": 9200,
  "p_comb_share_pct": 100.0,
  "drv_cap": 0,
  "dr_total_vias": 1557,
  "pre_cts_ws_ns": 0.656,
  "routed_via_density": 4.35,
  "overflow": 0,
  "hold_viol_final": 0,
  "seq_cells": 0,
  "nClkBuffers": 0,
  "path_max_fanout": 26,
  "drt_wl_total_um": 6160,
  "hold_class": "in2out",
  "antenna_found_initial": 0,
  "holdPathStages": 4,
  "cts_resized": 0,
  "die-height_um": 109,
  "io_pins": 147,
  "p_switching_mw": 0.0624,
  "antenna_cells": 0,
  "rsz0062_at_grt": "no",
  "end_kind": "output port",
  "place_congestion": 0.807,
  "coreArea_um2": 7730,
  "slew_viol_final": 0,
  "max_freq_mhz": 263,
  "drtPass1Iterations": 4,
  "ys_chip_area_um2": 1090,
  "post-route-period-util_pct": 84.6,
  "startpoint_type": "input pin",
  "cp_num_buf_inv": 3,
  "power_mw": 0.243,
  "drtAntennaViolNets": 0,
  "synth_cell_type_count": 29,
  "path_class": "in2out",
  "post_cts_buffers": 0,
  "drc": 0,
  "hold_buffers": 0,
  "grt_pass1_vias": 1765,
  "setup_viol": 0,
  "path_cells": "buf_2 -> buf_4 -> mux4_1 -> mux2_2 -> clkdlybuf4s50_1",
  "fp_util_pct": 14.1,
  "clkPwrFrac_pct": 0,
  "yosys_warnings": 1,
  "placedCellCount": 358,
  "worstPathArrival_ns": 2.91,
  "grt_usage_pct": 9.81,
  "switching_share_pct": 25.7,
  "pwr-share-seq_pct": 0,
  "power.density_nw_per_um2": 91.9,
  "syn-cell-area_um2": 1090,
  "cp_top_family": "buffers and inverters",
  "hp-start": "f[0]",
  "setup_tns_ns": 0,
  "avgRoutedWirePerCell_um": 17.2,
  "fin_cells": 358,
  "dpl.hpwl_um": 5500,
  "worst_pin_slew_ns": 0.580,
  "numPortBuffers": 147,
  "crit_slowest_cell": "mux4_1",
  "power.leakage_nw": 0.971,
  "syn_to_final_growth_pct": 143,
  "drive_gt1_share_pct": 11.7,
  "die_w_um": 109,
  "p_int_mw": 0.181,
  "comb_area_um2": 995,
  "holdPathEnd": "o[0]"
}
-- final cells by class --
cell class | count | area share [%]
inverter | 2 | 0.284
multi-input combinational | 102 | 37.6
tap | 102 | 4.82
timing repair buffer | 152 | 57.3
-- Yosys cell counts, types with 4 or more instances --
| cell | instances | area [µm²] |
|---|---|---|
| o221ai_1 | 4 | 35.0 |
| a21o_1 | 4 | 30.0 |
| nand2_1 | 10 | 37.5 |
| nor2_1 | 12 | 45.0 |
| o22ai_1 | 6 | 37.5 |
| mux4_2 | 6 | 135 |
| mux4_1 | 9 | 236 |
| mux2_2 | 17 | 191 |
| a31oi_1 | 8 | 50.1 |
| clkbuf_1 | 4 | 15.0 |
-- stage by stage --
step                      area, µm²  utilization, %
after CTS                      2650            34.2
after global routing           2650            34.2
after detailed placement       2650            34.2
final                          2650            34.2
after floorplan                1090               -
after global placement         2650            34.2
-- layout by cell type, fill, tap and decap left out, drive strengths merged, types with 3 or more instances in the layout --
cell type      instances
clkdlybuf4s50        146
mux2                  17
mux4                  15
nor2                  12
nand2                 10
a31oi                  8
o22ai                  6
buf                    6
a21o                   4
o221ai                 4
mux2i                  3
a22o                   3
a22oi                  3
o21ai                  3
o22a                   3
a221oi                 3
-- cells by family after synthesis --
| group | after synthesis | share of synthesized area (%) |
|---|---|---|
| AND-OR/OR-AND | 39 | 25.9 |
| buffers and inverters | 15 | 8.72 |
| multiplexers | 35 | 54.4 |
| AND/OR/NAND/NOR | 28 | 10.9 |
-- power by group through the flow --
stage | registers (mW) | clock network (mW) | logic, mW
4_1_cts | 0 | 0 | 0.249
5_1_grt | 0 | 0 | 0.266
6_report | 0 | 0 | 0.243
-- worst min-delay path, stage by stage --
cell and delay, ns:
clkdlybuf4s50_1 0.40, nand2_1 0.06, a31oi_1 0.07, clkdlybuf4s50_1 0.40
-- worst max-delay path by stage --
stage / from / to / slack, ns / cells past startpoint
CTS: sel[0] / o[5] / 0.64 / 5
global route: sel[0] / o[0] / 0.53 / 6
finish: sel[0] / o[5] / 0.69 / 5
-- per-layer routing --
| metal | global-route usage [%] | share of wire [%] | up-vias |
|---|---|---|---|
| met4 | 0 | 0 | 0 |
| met1 | 12.1 | 41 | 696 |
| li1 | - | - | 772 |
| met2 | 16.5 | 47 | 89 |
| met3 | 4.30 | 12 | 0 |
| met5 | 0 | 0 | - |
No activity file was given, so power comes from the tool's default toggle rates.
